<file path="flow/run.sh">
#!/bin/bash
# OpenROAD 26Q1-2900-gdf79404cd8, Yosys 0.63+post, stock flow scripts
make -C /OpenROAD-flow-scripts/flow DESIGN_CONFIG=/design/flow/config.mk WORK_HOME=/design/flow/orfs finish
</file>
<file path="flow/config.mk">
export PLATFORM = sky130hd
export DESIGN_NAME = sumavimas
export DESIGN_NICKNAME = sumavimas
export VERILOG_FILES = /design/flow/design.v
export SDC_FILE = /design/flow/constraint.sdc
export NUM_CORES = 4
export LEC_CHECK = 1
export CORE_AREA = 10 10 109 109
export DIE_AREA = 0 0 119 119
</file>
<file path="flow/constraint.sdc">
current_design sumavimas

set clk_period 5.8
set clk_io_pct 0.2

create_clock -name clk0 -period $clk_period [get_ports {enable}]

set non_clock_inputs [all_inputs -no_clocks]
set_input_delay [expr $clk_period * $clk_io_pct] -clock clk0 $non_clock_inputs
set_output_delay [expr $clk_period * $clk_io_pct] -clock clk0 [all_outputs]
</file>
<file path="flow/design.v">
module sumavimas(enable,teigiamas_f,neigiamas_f,grubus,Laikas);
parameter size_frontu=8;
parameter size_grubus=10;
parameter daugiklis=10;
parameter koef=50; 
input enable;
input [size_frontu-1:0] neigiamas_f;
input [size_frontu-1:0] teigiamas_f;
input [size_frontu-1:0] grubus;
reg [size_frontu-1:0] teigiamas_f_laik;
output reg [size_grubus-1:0] Laikas;
always @(posedge enable) begin 
Laikas<=(grubus*koef)+(teigiamas_f-neigiamas_f)*daugiklis;
end
endmodule
</file>
==> reports/qor.csv <==
stage;metric;value;unit
outcome;status;finished, final reports clean;
finish;final_cells;340;
synth;synth_cell_type_count;33;
synth;ys.flop_type;dfxtp_1;
critical_path;critPathBufInv;2;
timing;tns;0;ps
placed_design;gp_congestion;0.805;
synth;synthAoiAreaFrac;0.201;
floorplan;pin_count;35;
job;warnings;25;
placed_design;dp_hpwl;2.99;mm
grt;antenna_found_initial;0;
worst_hold_path;min_path_type;input pin to register;
timing;fmax;196;MHz
clock_network;numClockSinks;9;
clock_network;htree_levels;1;
critical_path;crit_type;input pin to register;
finish;final_util;0.214;
clock_network;cts.path.max_buffers;2;
grt;grt_max_degree;9;
floorplan;die_h;119;um
finish;largest_reg_flops;9;
pwr;powerDensity;368;nW/um^2
floorplan;fp_util;0.159;
clock_network;cts_made_buffers;3;
placed_design;dp_cells;336;
timing;setup_viol;0;
critical_path;crit_family;adder cells;
clock_network;cts-resized-gates;0;
critical_path;path_max_fanout;3;
finish;regArea;180;um^2
timing;fin_crit_sh;0.880;
drt;wl;3.29;mm
floorplan;die_w;119;um
timing;grt_setup_unrepaired;false;
finish;num-fill-cells;1069;
critical_path;endpoint_kind;register;
finish;design_area;2070;um^2
synth;mux_share;0.0131;
timing;hold_viol;0;
finish;drive_gt1_frac;0.0386;
drt;vias;1215;
critical_path;worst_ep_arrival_time;5200;ps
synth;xor_area_frac;0.140;
synth;synth.avg_cell_area;8.92;um^2
drt;drc;0;
finish;area_delta_synth_final;34.7;%
timing;worst_pin_slew;647;ps
job;cap_viol_max_count;0;
floorplan;core;9640;um^2
synth;async_flop_share;0;
pwr;peakVddDrop;0.138;mV
synth;syn_area;1530;um^2
critical_path;cp.depth;18;
synth;top_logic_kind;adder cells;
grt;first_global_vias;1281;
synth;synth-seq-area-share;0.117;
grt;grt_overflow_total;0;
drt;drt_pass1_iterations;4;
critical_path;crit_chain;clkdlybuf4s50_1 -> ha_1 -> inv_1 -> fa_1 -> a211oi_1 -> nor2_1 -> nor2_1 -> ha_1 -> ha_1 -> a21o_1 -> a21oi_1 -> xnor2_1 -> ha_1 -> or4_1 -> a31oi_2 -> xnor2_1 -> xnor2_1 -> xnor2_1;
drt;viasPerCell;3.57;
clock_network;clock-root-buffer;clkbuf_8;
drt;post_drt_wl_per_cell;9.69;um
drt;n_antenna_cell;0;
grt;grt_pass1_wl;6.00;mm
critical_path;slowest_stage;or4_1;
finish;reg.largest.list;Laikas (9);
synth;yosys-stat-cells;172;
critical_path;critical_path.startpoint_type;input pin;
timing;relSlewSlack;0.563;
synth;synth_chip_area;1530;um^2
timing;maxSlewViolCount;0;
synth;netlist_instances;172;
synth;synth_adder_area_share;0.396;
synth;yosysTopAreaCell;ha_1;
synth;top_cell_area_share;0.318;
finish;comb_area;1260;um^2
placed_design;place_area;2020;um^2
drt;ant_nets;0;
placed_design;port_buffers;33;
clock_network;cts_setup_buffers;0;
synth;yosysWarnings;1;
floorplan;fp-row-count;36;
floorplan;dieArea;14200;um^2
drt;drt_iter0_markers;27;
timing;period_needed;5110;ps
synth;simple_gate_area_frac;0.0710;
synth;topCellsByArea;ha_1 32%, dfxtp_1 12%, xnor2_1 8.6%;
synth;edf_count;0;
clock_network;clk_pin_slew;50;ps
timing;holdWs;1640;ps
critical_path;setup.worst_path.end;Laikas[9];
finish;top_register;Laikas;
critical_path;cp.required;5900;ps
synth;ys.flops;9;
critical_path;critPathLaunch;neigiamas_f[0];
clock_network;hold_buffers;0;
pwr;p_leak;0.946;nW
critical_path;cp_slowest_stage_delay;520;ps
clock_network;cts_tree;done;
grt;track_usage;0.0495;
## cells in the mapped netlist (2+ instances only)
library cell / count
ha_1: 39
inv_1: 21
xnor2_1: 15
a21oi_1: 14
dfxtp_1: 9
nor2_1: 9
a21o_1: 7
xor2_1: 7
fa_1: 6
nand2_1: 5
o21ai_1: 5
o21ai_0: 4
a211oi_1: 3
o21bai_1: 3
a21oi_2: 2
mux2i_1: 2
nand2b_1: 2
nor2b_1: 2
o21a_1: 2
or2_1: 2
## power by group
part           internal, mW  switching (mW)  leakage, nW
registers            0.0987         0.00867       0.0759
clock network        0.0471          0.0277       0.0255
logic                 0.309           0.270        0.845
total                 0.455           0.306        0.946
## through the flow
| step | total power [mW] | setup WS [ps] |
|---|---|---|
| 5_1_grt | 0.848 | 416 |
| 3_3_place_gp | 0.686 | 500 |
| 4_1_cts | 0.777 | 663 |
| 3_5_place_dp | 0.696 | 438 |
| 6_report | 0.761 | 693 |
| 2_1_floorplan | 0.529 | 1110 |
## layer usage
metal / track usage / share of wire / wire [um]
met2: 0.0702 / 0.37 / 1220
met5: 0 / 0 / 0
met1: 0.0785 / 0.58 / 1920
met3: 0.00671 / 0.035 / 115
met4: 0.00687 / 0.013 / 42
## final cells by class
cell class | instances | share of cell area
multi-input cells | 140 | 0.612
repair buffers | 33 | 0.160
flip-flops and latches | 9 | 0.0872
well taps | 133 | 0.0806
inverters | 21 | 0.0382
clock buffers | 3 | 0.0200
clock inverters | 1 | 0.00242
## how the worst min path moves through the flow
stage / slack, ps / cells past startpoint / to / startpoint
after CTS: 1640 / 2 / Laikas[1] / grubus[0]
after global routing: 1670 / 2 / Laikas[1] / grubus[0]
final: 1640 / 2 / Laikas[1] / grubus[0]
## cells in the final DEF, fill, tap and decap left out, drive strengths merged, types with 6 or more instances in the layout
cell type      instances
dfxtp                  9
inv                   21
clkdlybuf4s50         33
fa                     6
xnor2                 15
nor2                   9
a21o                   7
o21ai                  9
a21oi                 16
ha                    39
xor2                   7
## cells by family after synthesis
logic type               Yosys count
AND-OR/OR-AND                     46
XOR/XNOR                          23
adder cells (fa/ha/maj)           45
buffers and inverters             23
flip-flops                         9
multiplexers                       2
other                              1
AND/OR/NAND/NOR                   23
Power figures rest on the tool's default switching activity, not on a simulated workload.
