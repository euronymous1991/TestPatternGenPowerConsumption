===== design/flow/config.mk =====
export PLATFORM = sky130hd
export DESIGN_NAME = TDC_result
export DESIGN_NICKNAME = TDC_result
export VERILOG_FILES = /design/flow/design.v
export SDC_FILE = /design/flow/constraint.sdc
export NUM_CORES = 4
export LEC_CHECK = 1
export CORE_AREA = 10 10 101 101
export DIE_AREA = 0 0 111 111

===== design/flow/design.v =====
module TDC_result(enable,Fine_START,Fine_STOP,Coarse,TDC_value);
parameter size_of_counters=8;
parameter size_of_TDC=9;
parameter multiplier=10;
parameter coef=50; 
input enable;
input [size_of_counters-1:0] Fine_STOP ;
input [size_of_counters-1:0] Fine_START ;
input [size_of_counters-1:0] Coarse ;
output reg [size_of_TDC-1:0] TDC_value ;
always @(posedge enable) begin 
TDC_value<=(Coarse*coef)+(Fine_START-Fine_STOP)*multiplier      ;
end
endmodule

===== design/flow/constraint.sdc =====
current_design TDC_result

set clk_period 6.6
set clk_io_pct 0.2

create_clock -name clk0 -period $clk_period [get_ports {enable}]

set non_clock_inputs [all_inputs -no_clocks]
set_input_delay [expr $clk_period * $clk_io_pct] -clock clk0 $non_clock_inputs
set_output_delay [expr $clk_period * $clk_io_pct] -clock clk0 [all_outputs]

===== design/flow/run.sh =====
#!/bin/bash
# OpenROAD 26Q1-2900-gdf79404cd8, Yosys 0.63+post, stock flow scripts
make -C /OpenROAD-flow-scripts/flow DESIGN_CONFIG=/design/flow/config.mk WORK_HOME=/design/flow/orfs finish

==> results.py <==
# Synthesis and PnR figures
metrics = {
    "setup_path": {
        "slowest_delay_ns": 0.48,
        "cp-end-kind": "flop",
        "worst_setup_path_start_kind": "input pin",
        "path_class": "in2reg",
        "slowest_stage": "or4_1",
        "cp.required_ns": 6.70,
        "path_buffers": 2,
        "worstPathArrival_ns": 5.10,
        "worstPathMaxFanout": 3,
        "crit_family": "adder cells",
        "cp_cell_sequence": "clkdlybuf4s50_1, inv_1, ha_1, nor2b_1, o21ai_0, nor2b_1, xnor2_1, ha_1, ha_1, fa_1, xor2_1, ha_1, or4_1, a31oi_1, xnor3_1",
        "crit_top_cell": "ha_1",
    },
    "final_timing": {
        "clock.fmax_mhz": 200,
        "setup_ws_ns": 1.59,
        "rsz0062_at_grt": "no",
        "final.setup.tns_ns": 0,
        "slew_viol_final": 0,
        "hold_slack_ns": 1.83,
        "fin_crit_ns": 5.01,
        "setup_viol": 0,
        "min_period_over_period": 0.758,
        "hold_viol": 0,
    },
    "detailed_routing": {
        "drt_pass1_iterations": 4,
        "drt_wl_total_um": 2610,
        "wl_per_cell_um": 9.49,
        "dr_wl_met3_um": 195,
        "top_layer": "met3",
        "drc": 0,
        "m1WireLength_um": 1500,
        "vias": 954,
        "vias_per_cell": 3.47,
        "drt_iter0_markers": 17,
        "ant_nets": 0,
        "antenna_cells": 0,
        "wl_met2_um": 911,
    },
    "synthesis": {
        "ys.flops": 8,
        "synth_warnings": 1,
        "yosys_cells": 137,
        "synth_chip_area_um2": 1270,
        "synth.distinct_cells": 32,
        "synth_area_per_cell_um2": 9.26,
        "syn-instance-count": 137,
        "mappedNetlistArea_um2": 1270,
        "yosysSeqAreaShare": 0.126,
    },
    "place": {
        "dp.cells": 272,
        "numPortBuffers": 32,
        "gp_congestion": 0.796,
        "dp_hpwl_um": 2430,
        "preCtsSetupSlack_ns": 1.38,
    },
    "finish": {
        "fin_util": 0.215,
        "largest_registers": "TDC_value x8",
        "drive_above_1_share": 0.0353,
        "fillers": 869,
        "largest_reg_flops": 8,
        "syn2layout_area_growth_pct": 38.0,
        "regMostFlops": "TDC_value",
        "fin_cells": 275,
    },
    "clock_network": {
        "root_buffer": "clkbuf_8",
        "post_cts_buffers": 0,
        "cts_tree": "done",
        "clock-sinks": 8,
        "clk_path_buf_depth": 2,
        "cts_hold_buf": 0,
        "path_clk_slew_ns": 0.04,
        "htreeDepth": 1,
        "postCtsResizedCells": 0,
        "numCtsBuffers": 3,
    },
    "pwr": {
        "leakage_nw": 0.814,
        "max-vdd-ir-drop_v": 0.000112,
        "p_per_area_nw_per_um2": 295,
    },
    "flow_run": {
        "warning_count": 25,
        "maxCapViolations": 0,
    },
    "global_routing": {
        "grt_first_pass_wirelength_um": 4740,
        "antenna_found_initial": 0,
        "grt_pass1_vias": 1015,
        "grt_max_degree": 10,
        "grtUsageTotal": 0.0455,
        "overflow": 0,
    },
    "floorplanning": {
        "die_h_um": 111,
        "die_w_um": 111,
        "io_pins": 34,
        "core-area_um2": 8130,
        "rows": 33,
        "fp_util": 0.156,
        "dieArea_um2": 12300,
    },
    "min_path": {
        "min_path_type": "in2reg",
    },
    "status": {
        "status": "complete, no violations",
    },
}
[placed cells by master (no fill, tap or decap), drive strengths merged, types with 2 or more instances in the layout]
| cell | count |
|---|---|
| clkdlybuf4s50 | 32 |
| fa | 5 |
| xnor2 | 18 |
| clkbuf | 3 |
| inv | 19 |
| dfxtp | 8 |
| a21oi | 12 |
| ha | 32 |
| xor2 | 7 |
| o21ai | 3 |
| nor3 | 2 |
| nor2 | 4 |
| nor2b | 4 |
| a21o | 7 |
[through the flow]
step                instance area, um^2  power (W)
global placement                   1710   0.000463
global route                       1750   0.000583
CTS                                1750   0.000527
finish                             1750   0.000516
floorplan                          1270   0.000358
detailed placement                 1710   0.000462
[layout make-up]
class | count | area, um^2 | area share
inverters | 19 | 71.3 | 0.0407
repair buffers | 32 | 320 | 0.183
multi-input cells | 108 | 1030 | 0.586
flip-flops and latches | 8 | 160 | 0.0915
clock buffers | 3 | 41.3 | 0.0236
well taps | 105 | 131 | 0.0751
[per-layer routing]
metal | global-route usage | up-vias
met4 | 0.00347 | 0
met2 | 0.0617 | 29
met1 | 0.0683 | 396
li1 | - | 529
met5 | 0 | -
met3 | 0.0170 | 0
[power by group]
part | switching [W] | internal (W) | total, W
clock network | 0.0000168 | 0.0000393 | 0.0000560
logic | 0.000159 | 0.000219 | 0.000378
registers | 0.00000525 | 0.0000761 | 0.0000813
[cells by family (layout without fill, tap and decap cells)]
family                     after synthesis  count (layout)  synth area share
adders and majority gates               37              37             0.394
DFF                                      8               8             0.126
other                                    1               1           0.00296
and+or+nand+nor                         16              16            0.0690
xor gates and xnor gates                26              26             0.202
buffers and inverters                   21              54            0.0651
AOI/OAI and AO/OA                       27              27             0.132
muxes                                    1               1           0.00789
[worst paths after layout]
kind	end	slack [ns]	start	cells after the start
max	TDC_value[8]	1.59	Fine_STOP[1]	15
min	TDC_value[1]	1.83	Coarse[0]	2
[cells in the mapped netlist (all sizes together)]
| master | instances | share of area |
|---|---|---|
| a21o | 7 | 0.041 |
| a21oi | 12 | 0.050 |
| a31oi | 1 | 0.0049 |
| buf | 1 | 0.0059 |
| clkbuf | 1 | 0.0030 |
| conb | 1 | 0.0030 |
| dfxtp | 8 | 0.13 |
| fa | 5 | 0.079 |
| ha | 32 | 0.32 |
| inv | 19 | 0.056 |
| mux2i | 1 | 0.0079 |
| nand2 | 1 | 0.0030 |
| nand2b | 1 | 0.0049 |
| nand3 | 1 | 0.0039 |
| nand3b | 1 | 0.0059 |
| nor2 | 4 | 0.012 |
| nor2b | 4 | 0.020 |
| nor3 | 2 | 0.0079 |
| nor3b | 1 | 0.0059 |
| o2111ai | 1 | 0.0069 |
| o21a | 1 | 0.0059 |
| o21ai | 3 | 0.012 |
| o21bai | 1 | 0.0059 |
| o22ai | 1 | 0.0049 |
| or4 | 1 | 0.0059 |
| xnor2 | 18 | 0.13 |
| xnor3 | 1 | 0.018 |
| xor2 | 7 | 0.054 |
Power is estimated from default activity; no workload was simulated.
