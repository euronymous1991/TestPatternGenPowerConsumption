`flow/run.sh`:
```
#!/bin/bash
# OpenROAD 26Q1-2900-gdf79404cd8, Yosys 0.63+post, stock flow scripts
make -C /OpenROAD-flow-scripts/flow DESIGN_CONFIG=/design/flow/config.mk WORK_HOME=/design/flow/orfs finish
```
`flow/config.mk`:
```
export PLATFORM = sky130hd
export DESIGN_NAME = Counter
export DESIGN_NICKNAME = Counter
export VERILOG_FILES = /design/flow/design.v
export SDC_FILE = /design/flow/constraint.sdc
export NUM_CORES = 4
export LEC_CHECK = 1
export CORE_AREA = 10 10 75 75
export DIE_AREA = 0 0 85 85
```
`flow/constraint.sdc`:
```
current_design Counter

set clk_period 2.8
set clk_io_pct 0.2

create_clock -name clk0 -period $clk_period [get_ports {clk}]

set non_clock_inputs [all_inputs -no_clocks]
set_input_delay [expr $clk_period * $clk_io_pct] -clock clk0 $non_clock_inputs
set_output_delay [expr $clk_period * $clk_io_pct] -clock clk0 [all_outputs]
```
`flow/design.v`:
```
module Counter(gate,clk,clear,Q,OW);
parameter size=8;
input gate,clk,clear;
output reg [size-1:0] Q;
output reg OW;
always @(posedge clk or posedge clear) begin
 if (clear) begin
 Q<=0; 
 OW<=0;
 end
 else if (gate==1) begin 
 if (Q==(2**size)-1) begin
 OW<=1; end
 else begin Q<=Q+1; 
 end
end
end
endmodule 
```
==> out/qor.log <==
qor: outcome.run_status finished clean
qor: final_timing.max_slew_margin 76.7%
qor: critical_path.crit_slowest_cell sky130_fd_sc_hd__clkdlybuf4s50_1
qor: yosys.largest_type_area_fraction 50.3%
qor: final_timing.timing.setup.tns 0 ns
qor: placed_design.portBuffers 11
qor: yosys.synth-cells-yosys 42
qor: placed_design.place.detailed.instances 103
qor: critical_path.timing.critical_path.to_type output pin
qor: cells_and_area.final.fill_count 439
qor: cells_and_area.finalInstanceArea 666 um2
qor: power_and_ir_drop.vdd_drop_max 0.000161 V
qor: grt.number_of_antenna_violations_at_the_first_check_in_global_routing 0
qor: route.vias 373
qor: clock_network.clock.latency.late_pin 0.23 ns
qor: floorplan.floorplan.io_pins 12
qor: grt.global_route_total_overflow 0
qor: critical_path.path_max_fanout 8
qor: grt.grt_max_degree 10
qor: clock_network.htree_levels 1
qor: final_timing.setup_viol_count_final 0
qor: critical_path.timing.critical_path.from_type flop
qor: route.dr.first_iter.drc_count 16
qor: final_timing.min_period_over_period 63.8%
qor: yosys.synth_sequential_area_ratio 50.3%
qor: final_timing.min_period 1.79 ns
qor: cells_and_area.syn2layout_area_growth 48.6%
qor: placed_design.placement.cell_area 621 um2
qor: critical_path.slowest_delay 0.52 ns
qor: yosys.yosysChipArea 448 um2
qor: route.ant_nets 0
qor: route.average_via_count_per_standard_cell 3.49
qor: clock_network.cts.root.buffer_cell sky130_fd_sc_hd__clkbuf_8
qor: power_and_ir_drop.p_leak 0.000256 uW
qor: route.detail_route.drc_violations 0
qor: clock_network.cts_buffer_depth 2
qor: final_timing.final_number_of_max_transition_violations 0
qor: critical_path.timing.setup.critical_path_class flop to output pin
qor: route.wl_per_cell 9.96 um
qor: critical_path.critical_path.cell_chain clkdlybuf4s50_1
qor: final_timing.rsz0062_at_grt false
qor: floorplan.design.die.area 7230 um2
qor: yosys.ys_top_cells_by_area sky130_fd_sc_hd__dfrtp_1 50%, sky130_fd_sc_hd__mux2_2 5.0%, sky130_fd_sc_hd__nand4_1 4.2%
qor: floorplan.std_cell_rows 23
qor: yosys.synth_flops 9
qor: placed_design.hpwl_after_dpl 815 um
qor: clock_network.post_cts_setup_buffer_count 0
qor: floorplan.die_x 85 um
qor: final_timing.max_clock_freq 559 MHz
qor: clock_network.number_of_buffers_added_by_the_clock_tree_synthesis_step 3
qor: critical_path.worst-endpoint-arrival 1.23 ns
qor: job.warnings 25
qor: critical_path.timing.critical_path.required 2.24 ns
qor: cells_and_area.drive_gt1_share 15.8%
qor: yosys.enable_flop_cells 0
qor: yosys.yosys.area.top_type sky130_fd_sc_hd__dfrtp_1
qor: clock_network.cts-hold-fix-buffers 0
qor: final_timing.hold_violations 0
qor: floorplan.core_util_floorplan 11.0%
qor: route.drt_wl_total 1.07 mm
qor: grt.first_global_vias 359
qor: route.route.antenna.diode_count 0
qor: floorplan.die_h 85 um
qor: power_and_ir_drop.pwr_density_cell 962 nW/um2
qor: yosys.yosysWarnings 1
qor: final_timing.fin_skew 0.000711 ns
qor: yosys.yosys_most_used_dff sky130_fd_sc_hd__dfrtp_1
qor: clock_network.quantity_of_gates_resized_following_cts 0
qor: yosys.synth_async_sr_flop_share 100%
qor: final_timing.tightest_slew 0.349 ns
qor: min_path.worst_hold_path_type flop to flop
qor: yosys.post_synthesis_cell_count 42
qor: yosys.top_cell sky130_fd_sc_hd__dfrtp_1
qor: job.max_cap_viol_count 0
qor: yosys.synth.lib_cells_used.distinct 21
qor: clock_network.tritoncts built
qor: cells_and_area.final_core_util 16.4%
qor: clock_network.cts_sinks 9
qor: grt.globalRouteTotalUtil 2.88%
qor: critical_path.critical_path.top_delay_family buffers and inverters
qor: yosys.synth_area_per_cell 10.7 um2
qor: clock_network.clk_pin_slew 0.04 ns
qor: yosys.synth.cell_area 448 um2
qor: critical_path.path_buffers 1
qor: grt.grt_pass1_wl 1.71 mm
qor: placed_design.gpl.final_weighted_congestion 0.897
qor: cells_and_area.final-instance-count-excl-fill 107
qor: route.detail_route.first_pass.iterations 4
qor: floorplan.core_region_area 4060 um2
## metrics by stage
| step | setup slack, ns | hold WS [ns] | total power, uW |
|---|---|---|---|
| after floorplan | 1.41 | 0.388 | 349 |
| after global placement | 0.880 | 0.479 | 497 |
| after detailed placement | 0.864 | 0.472 | 496 |
| after CTS | 1.01 | 0.491 | 651 |
| after global routing | 0.957 | 0.504 | 699 |
| final | 1.01 | 0.480 | 640 |
## registers in the layout (all words and copies together) (netlist names)
register,count
Q,8
OW,1
## logic make-up (layout without fill, tap and decap cells)
family,Yosys count,in the layout,synth area share (%)
xor gates and xnor gates,2,2,3.91
buffers and inverters,3,18,2.51
DFF,9,9,50.3
adders and majority gates,1,1,2.79
AOI/OAI and AO/OA,9,9,13.7
and+or+nand+nor,15,15,19.3
muxes,3,3,7.54
## path summary, 6_finish.rpt
| kind | cells past startpoint | end | slack, ns | from |
|---|---|---|---|---|
| max in group asynchronous | 2 | Q[4] | 1.94 | clear |
| max | 1 | Q[2] | 1.01 | Q[2] |
| min reg2reg | 1 | OW | 0.48 | OW |
| min in group asynchronous | 2 | Q[7] | 0.60 | clear |
| max reg2reg | 4 | Q[1] | 1.24 | Q[0] |
| min | 1 | OW | 0.48 | OW |
## layout by cell type, fill, tap and decap left out
| master | netlist | final |
|---|---|---|
| sky130_fd_sc_hd__a21oi_1 | 3 | 3 |
| sky130_fd_sc_hd__clkdlybuf4s50_1 | 0 | 11 |
| sky130_fd_sc_hd__nor2_1 | 2 | 2 |
| sky130_fd_sc_hd__nor3_1 | 1 | 1 |
| sky130_fd_sc_hd__inv_1 | 3 | 3 |
| sky130_fd_sc_hd__a2111oi_2 | 1 | 1 |
| sky130_fd_sc_hd__mux2_2 | 2 | 2 |
| sky130_fd_sc_hd__nand4_2 | 1 | 1 |
| sky130_fd_sc_hd__dfrtp_1 | 9 | 9 |
| sky130_fd_sc_hd__and3_1 | 1 | 1 |
| sky130_fd_sc_hd__nand3_1 | 3 | 3 |
| sky130_fd_sc_hd__mux2_1 | 1 | 1 |
| sky130_fd_sc_hd__o21bai_1 | 1 | 1 |
| sky130_fd_sc_hd__clkbuf_1 | 0 | 1 |
| sky130_fd_sc_hd__and3_2 | 1 | 1 |
| sky130_fd_sc_hd__nor2b_1 | 1 | 1 |
| sky130_fd_sc_hd__o21ai_0 | 3 | 3 |
| sky130_fd_sc_hd__xor2_1 | 1 | 1 |
| sky130_fd_sc_hd__nand2_1 | 2 | 2 |
| sky130_fd_sc_hd__o21ai_2 | 1 | 1 |
| sky130_fd_sc_hd__ha_1 | 1 | 1 |
| sky130_fd_sc_hd__xnor2_1 | 1 | 1 |
| sky130_fd_sc_hd__nand4_1 | 3 | 3 |
| sky130_fd_sc_hd__clkbuf_8 | 0 | 3 |
## layout make-up
| class | count | area [um2] | area share (%) |
|---|---|---|---|
| timing repair buffer | 11 | 110 | 16.5 |
| inverter | 3 | 11.3 | 1.69 |
| multi-input combinational | 30 | 211 | 31.8 |
| clock buffer | 4 | 45.0 | 6.77 |
| sequential | 9 | 225 | 33.8 |
| tap | 50 | 62.6 | 9.40 |
## where the power goes
group / switching (uW) / leakage [uW] / internal (uW)
registers: 84.4 / 0.000106 / 184
logic: 74.7 / 0.000127 / 150
clock network: 48.1 / 0.0000228 / 98.9
## layer usage
metal / global-route usage, % / vias to the layer above / wire length [um]
met2: 3.61 / 8 / 440
li1: - / 184 / -
met3: 2.02 / 2 / 111
met4: 0.898 / 0 / 17
met5: 0 / - / 0
met1: 3.77 / 179 / 498
Power figures rest on the tool's default switching activity, not on a simulated workload.
